==> /design/flow/design.v <==
 module lab7(
   input logic [3:0]num,
   logic[2:0]sel,
   logic write,
   logic clock,
   logic reset,
   output logic [7:0]display,
   logic[6:0]segments
);
logic [3:0]a1;
logic [3:0]a2;
logic [3:0]a3;
logic [3:0]a4;
logic [3:0]a5;
logic [3:0]a6;
logic [3:0]a7;
logic [3:0]a8;
logic [3:0]m;
logic [3:0]mnum;
logic [2:0]msel;
logic clock2=0;
logic [2:0]sel2=0;
logic [16:0]count=0;
always_ff @( posedge clock , posedge reset ) begin 
    if(reset)begin
       clock2<=0;
       count<=0; 
    end
    else if (count==17'd124999) begin
        clock2<= ~clock2;
            count<= 0;
    end 
    else begin
            count <=count+1;
    end
end
always_comb begin
    if (reset) begin
        sel2[0]=0;
    end else begin
        sel2[0]=clock2;
    end
end
always_ff @( posedge clock2 , posedge reset ) begin 
    if (reset) begin
        sel2[1]<=0;
    end else begin
        sel2[1]<=~sel2[1];
    end
end
always_ff @( posedge sel2[1] , posedge reset ) begin 
    if (reset) begin
        sel2[2]<=0;
    end else begin
        sel2[2]<=~sel2[2];
    end
end
always_ff @( posedge clock,posedge reset  ) begin 
    if (reset)begin
      a1 <=0;
      a2 <=0;
      a3 <=0;
      a4 <=0;
      a5 <=0;
      a6 <=0;
      a7 <=0;
      a8 <=0;
    end
    else if(write) begin
     case (sel)
        3'b000: a1<=num;
        3'b001: a2<=num;
        3'b010: a3<=num;
        3'b011: a4<=num;
        3'b100: a5<=num;
        3'b101: a6<=num;
        3'b110: a7<=num;
        3'b111: a8<=num;
        default: begin
            a1<=a1;a2<=a2;a3<=a3;a4<=a4;a5<=a5;a6<=a6;a7<=a7;a8<=a8;
        end
     endcase
    end
    end
always_comb begin
case (sel2)
    3'b000:m=a1;
    3'b001:m=a2;
    3'b010:m=a3;
    3'b011:m=a4;
    3'b100:m=a5;
    3'b101:m=a6;
    3'b110:m=a7;
    3'b111:m=a8;
    default: begin
        m=4'b0000;
    end
    endcase
end
always_comb begin 
    if (write)begin
        msel=sel;
    end
    else begin
        msel=sel2;
    end
end
always_comb begin
     case(msel)
    3'b000:display=8'b11111110;
    3'b001:display=8'b11111101;
    3'b010:display=8'b11111011;
    3'b011:display=8'b11110111;
    3'b100:display=8'b11101111;
    3'b101:display=8'b11011111;
    3'b110:display=8'b10111111;
    3'b111:display=8'b01111111;
        default: begin
            display=8'b11111111;
        end
    endcase
    end
always_comb begin 
    if (write)begin
        mnum=num;
    end
    else begin
        mnum=m;
    end
end
always_comb begin 
    case (mnum)
    4'h0:segments=7'b0000001;
    4'h1:segments=7'b1001111;
    4'h2:segments=7'b0010010;
    4'h3:segments=7'b0000110;
    4'h4:segments=7'b1001100;
    4'h5:segments=7'b0100100;
    4'h6:segments=7'b0100000;
    4'h7:segments=7'b0001111;
    4'h8:segments=7'b0000000;
    4'h9:segments=7'b0000100;
    4'hA:segments=7'b0001000;
    4'hB:segments=7'b1100000;
    4'hC:segments=7'b0110001;
    4'hD:segments=7'b1000010;
    4'hE:segments=7'b0110000;
    4'hF:segments=7'b0111000;
        default: begin
         segments=7'b1111111;
        end
    endcase
   end 
endmodule
==> /design/flow/run.sh <==
#!/bin/bash
# OpenROAD 26Q1-2900-gdf79404cd8, Yosys 0.63+post, stock flow scripts
make -C /OpenROAD-flow-scripts/flow DESIGN_CONFIG=/design/flow/config.mk WORK_HOME=/design/flow/orfs finish
==> /design/flow/config.mk <==
export PLATFORM = sky130hd
export DESIGN_NAME = lab7
export DESIGN_NICKNAME = lab7
export VERILOG_FILES = /design/flow/design.v
export SDC_FILE = /design/flow/constraint.sdc
export NUM_CORES = 4
export LEC_CHECK = 1
export CORE_UTILIZATION = 50
export SYNTH_HDL_FRONTEND = slang
==> /design/flow/constraint.sdc <==
current_design lab7

set clk_period 6.3
set clk_io_pct 0.2

create_clock -name clk0 -period $clk_period [get_ports {clock}]

set non_clock_inputs [all_inputs -no_clocks]
set_input_delay [expr $clk_period * $clk_io_pct] -clock clk0 $non_clock_inputs
set_output_delay [expr $clk_period * $clk_io_pct] -clock clk0 [all_outputs]
==> impl_metrics.env <==
# flow metrics
export IMPL_unclocked_regs=2
export IMPL_vias=2073
export IMPL_ctsRootBufferMaster="clkbuf_8"
export IMPL_period_minus_slack_ns=5.59
export IMPL_power_uw=730
export IMPL_totalWireLength_um=6090
export IMPL_cp_depth=12
export IMPL_n_antenna_cell=0
export IMPL_initCoreUtil_pct=52.7
export IMPL_syn_inst=271
export IMPL_cts_resized=0
export IMPL_synth_main_ff_cell="dfrtp_1"
export IMPL_io_pins=25
export IMPL_p_per_area_mw_per_mm2=222
export IMPL_max_freq_mhz=179
export IMPL_synth_area_yosys_mm2=0.00296
export IMPL_untimed_endpoints=2
export IMPL_synth_avg_cell_area_um2=10.9
export IMPL_finalClockPeriodUsage_pct=88.8
export IMPL_portBuffers=24
export IMPL_rr_worst_depth=3
export IMPL_die_y_um=78.9
export IMPL_worstPathCellList="clkdlybuf4s50_1 > and2b_1 > nand3_1 > o21ai_0 > a21oi_1 > a211oi_2 > inv_1 > ha_1 > o21ai_0 > a21oi_1 > a32o_1 > clkdlybuf4s50_1"
export IMPL_setup_viol=0
export IMPL_seq_power_share_pct=53.1
export IMPL_core_area_mm2=0.00561
export IMPL_die_area_mm2=0.00622
export IMPL_yosysWarningCount=0
export IMPL_gp_congestion=0.856
export IMPL_top_area_share_pct=44.0
export IMPL_netSwitchingPower_uw=197
export IMPL_layout_cells_non_filler=363
export IMPL_cts_buffers_inserted=5
export IMPL_p_int_uw=533
export IMPL_p_leak_uw=0.00138
export IMPL_cp_max_fo=9
export IMPL_cts_hold_fix_buffers=0
export IMPL_dp_hpwl_um=4240
export IMPL_vdd_drop_max_mv=0.118
export IMPL_ant_nets=0
export IMPL_tool_warnings=30
export IMPL_edf_count=0
export IMPL_wire_per_inst_um=16.8
export IMPL_hold_class="flip-flop to flip-flop"
export IMPL_die_w_um=78.9
export IMPL_cts_tree="yes"
export IMPL_crit_required_ns=5.04
export IMPL_swShare_pct=27.0
export IMPL_synth_flop_count=52
export IMPL_first_pass_iters=4
export IMPL_final_util_pct=58.6
export IMPL_min_path_cells=1
export IMPL_max_cap_violations=0
export IMPL_via_per_inst=5.71
export IMPL_clock_latency_late_pin_ns=0.30
export IMPL_comb_power_share_pct=21.3
export IMPL_cp_arrival_ns=4.33
export IMPL_ys_cells=271
export IMPL_grt_antenna_before_repair=0
export IMPL_netlist_area_mm2=0.00296
export IMPL_cts_buffer_depth=2
export IMPL_tns_ns=0
export IMPL_drive_above_1_share_pct=21.0
export IMPL_synth_cell_type_count=63
export IMPL_end_kind="output port"
export IMPL_topCellsByArea="dfrtp_1, mux2_2, ha_1"
export IMPL_rows=27
export IMPL_finalHoldViolations=0
export IMPL_post_cts_buffers=0
export IMPL_grt_util_all_layers_pct=22.6
export IMPL_critical_path_class="input port to output port"
export IMPL_startpoint_type="input port"
export IMPL_drc=0
export IMPL_grt_start_max_net_pins=30
export IMPL_rsz0062_at_grt="false"
export IMPL_crit_family="AND-OR/OR-AND gates"
export IMPL_clk_pin_slew_worst_paths_ns=0.09
export IMPL_top_area_cell="dfrtp_1"
export IMPL_slowest_delay_ns=0.52
export IMPL_drv_slew=0
export IMPL_power_frac_clock_pct=25.6
export IMPL_relSlewSlack_pct=44.4
export IMPL_cts_htree_levels=2
export IMPL_grt_pass1_vias=2102
export IMPL_dp_cells=355
export IMPL_syn_to_final_growth_pct=11.2
export IMPL_worst_slew_pin_slew_ns=0.833
export IMPL_gr_total_overflow=0
export IMPL_drt_iter0_drc=120
export IMPL_status="finished clean"
export IMPL_crit_slowest_cell="clkdlybuf4s50_1"
export IMPL_synth_seq_share_pct=44.0
export IMPL_async_flop_share_pct=100
export IMPL_grt_pass1_wl_um=10400
export IMPL_critPathBufInv=3
export IMPL_worst_clock_skew_ns=0.00374
==> final cells by class <==
class | count | area (µm²)
timing repair buffer | 26 | 255
clock buffer | 5 | 68.8
multi-input combinational | 198 | 1520
clock inverter | 3 | 21.3
inverter | 7 | 26.3
tap | 72 | 90.1
fill | 510 | 2320
sequential | 52 | 1300
==> worst paths after layout <==
| kind | startpoint | endpoint | slack, ns |
|---|---|---|---|
| max | reset | segments[5] | 0.71 |
| min | count[0] | count[0] | 0.46 |
| max reg2reg | count[3] | clock2 | 4.51 |
| min reg2reg | count[0] | count[0] | 0.46 |
| max in group asynchronous | reset | count[0] | 4.08 |
| min in group asynchronous | reset | a4[3] | 1.46 |
==> synthesized netlist by cell type (all sizes together) (2+ instances only) <==
library cell	instances
dfrtp	52
mux2	34
nand2	23
nor2	19
nand3	13
o21ai	11
xnor2	9
buf	7
clkbuf	7
ha	7
inv	7
mux2i	7
xor2	7
a21oi	6
and3	5
a211oi	4
nand2b	4
nand4	4
a31oi	3
nor3	3
nor3b	3
nor4bb	3
o22ai	3
a32o	2
and4b	2
nand4b	2
nor2b	2
nor4	2
o31ai	2
or3	2
==> per-layer routing <==
| layer | wire [µm] | track usage (%) | vias to the layer above |
|---|---|---|---|
| met5 | 0 | 0 | - |
| met4 | 85 | 3.64 | 0 |
| met3 | 308 | 4.43 | 7 |
| met2 | 2850 | 36.3 | 45 |
| met1 | 2850 | 34.1 | 1000 |
| li1 | - | - | 1021 |
==> cells in the final DEF (no fill, tap or decap), types with 3 or more instances in the layout <==
cell             netlist  layout
o21ai_0                7       7
clkdlybuf4s50_1        0      24
inv_1                  4       3
nand4_1                4       4
xor2_1                 7       7
ha_1                   7       7
mux2i_1                7       7
dfrtp_1               52      52
inv_2                  3       4
o22ai_1                3       3
clkbuf_8               0       5
nor2_1                19      19
nor4bb_1               3       3
nand2b_1               3       3
nand3_1               12      12
nor3b_1                3       3
nor3_1                 3       3
mux2_2                32      32
nand2_1               23      23
xnor2_1                9       9
a21oi_1                5       5
and3_1                 4       4
==> flip-flops by register name (all words and copies together), names as in the netlist <==
register	cells
a1	4
a2	4
a3	4
a4	4
a5	4
a6	4
a7	4
a8	4
clock2	1
count	17
sel2	2
==> kinds of logic after synthesis <==
| kind of cell | count (synthesis) | synth area share [%] |
|---|---|---|
| AOI/OAI and AO/OA | 44 | 11.3 |
| xor gates and xnor gates | 16 | 4.74 |
| adders and majority gates | 7 | 2.96 |
| buffers and inverters | 21 | 4.40 |
| DFF | 52 | 44.0 |
| muxes | 41 | 15.5 |
| and+or+nand+nor | 90 | 17.1 |
==> stage by stage <==
step	instance area, µm²	hold WS [ns]	setup WS [ns]
final	3290	0.459	0.707
after global placement	3200	0.452	0.801
after global routing	3290	0.499	0.450
after detailed placement	3200	0.451	0.757
after floorplan	2960	0.433	2.10
after CTS	3290	0.464	0.727
==> power groups by stage <==
stage         Clock (µW)  Combinational [µW]  Sequential (µW)
CTS                  194                 157              388
global route         208                 174              393
finish               187                 155              388
Power and IR drop assume default switching activity.
