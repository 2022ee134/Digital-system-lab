==> flow/design.v <==
module lab4_t2(output logic a,b,c,d,e,f,g,a1,a2,a3,a4,a5,a6,a7,a8,
input logic [3:0]num,[2:0]sel);
always_comb begin 
    a=((~num[3])&&(~num[2])&&(~num[1])&&(num[0]))||((~num[3])&&(num[2])&&(~num[1])&&(~num[0]))||((num[3])&&(num[2])&&(~num[1])&&(num[0]))||((num[3])&&(~num[2])&&(num[1])&&(num[0]));
    b=((num[3])&&(num[2])&&(~num[0]))||((num[2])&&(num[1])&&(~num[0]))||((~num[3])&&(num[2])&&(~num[1])&&(num[0]))||((num[3])&&(num[1])&&(num[0]));
    c=((~num[3])&&(~num[2])&&(num[1])&&(~num[0]))||((num[3])&&(num[2])&&(~num[0]))||((num[3])&&(num[2])&&(num[1]));
    d=((~num[3])&&(~num[2])&&(~num[1])&&(num[0]))||((~num[3])&&(num[2])&&(~num[1])&&(~num[0]))||((num[2])&&(num[1])&&(num[0]))||((num[3])&&(~num[2])&&(num[1])&&(~num[0]));
    e=((~num[3])&&(num[0]))||((~num[3])&&(num[2])&&(~num[1]))||((~num[2])&&(~num[1])&&(num[0]));
    f=((~num[3])&&(~num[2])&&(num[0]))||((~num[3])&&(~num[2])&&(num[1]))||((~num[3])&&(num[1])&&(num[0]))||((num[3])&&(num[2])&&(~num[1])&&(num[0]));
    g=((~num[3])&&(~num[2])&&(~num[1]))||((~num[3])&&(num[2])&&(num[1])&&(num[0]))||((num[3])&&(num[2])&&(~num[1])&&(~num[0]));
    a1=(sel[2])||(sel[1])||(sel[0]);
    a2=(sel[2])||(sel[1])||(~sel[0]);
    a3=(sel[2])||(~sel[1])||(sel[0]);
    a4=(sel[2])||(~sel[1])||(~sel[0]);
    a5=(~sel[2])||(sel[1])||(sel[0]);
    a6=(~sel[2])||(sel[1])||(~sel[0]);
    a7=(~sel[2])||(~sel[1])||(sel[0]);
    a8=(~sel[2])||(~sel[1])||(~sel[0]);
end
endmodule
==> flow/run.sh <==
#!/bin/bash
# OpenROAD 26Q1-2900-gdf79404cd8, Yosys 0.63+post, stock flow scripts
make -C /OpenROAD-flow-scripts/flow DESIGN_CONFIG=/design/flow/config.mk WORK_HOME=/design/flow/orfs finish
==> flow/config.mk <==
export PLATFORM = sky130hd
export DESIGN_NAME = lab4_t2
export DESIGN_NICKNAME = lab4_t2
export VERILOG_FILES = /design/flow/design.v
export SDC_FILE = /design/flow/constraint.sdc
export NUM_CORES = 4
export LEC_CHECK = 1
export CORE_AREA = 10 10 70 70
export DIE_AREA = 0 0 80 80
export SYNTH_HDL_FRONTEND = slang
==> flow/constraint.sdc <==
current_design lab4_t2

set clk_period 2.1
set clk_io_pct 0.2

create_clock -name clk0 -period $clk_period

set non_clock_inputs [all_inputs -no_clocks]
set_input_delay [expr $clk_period * $clk_io_pct] -clock clk0 $non_clock_inputs
set_output_delay [expr $clk_period * $clk_io_pct] -clock clk0 [all_outputs]
==> results.sh <==
# source this file to load flow results
export IMPL_run_status="complete, no violations"
export IMPL_wl_per_cell_um=9.76
export IMPL_net_switching_fraction_of_the_power_pct=37.5
export IMPL_drv_cap=0
export IMPL_p_total_uw=104
export IMPL_timing_critical_path_max_delay_family="buffers and inverters"
export IMPL_share_of_post_route_cells_with_drive_strength_above_1_pct=25.0
export IMPL_internal_power_uw=65.3
export IMPL_power_share_clock_pct=0
export IMPL_grt_max_degree=10
export IMPL_ys_seq_share_pct=0
export IMPL_yosys_area_share_adder_pct=0
export IMPL_postCtsHoldBufs=0
export IMPL_maxSlewHeadroom_pct=80.2
export IMPL_critPathMaxStageDelay_ns=0.41
export IMPL_seq_area_um2=0
export IMPL_grt_antenna_before_repair=0
export IMPL_max_freq_mhz=488
export IMPL_vias_in_the_first_global_route=370
export IMPL_yosys_stat_chipArea_um2=273
export IMPL_area_growth_synth_to_final_pct=121
export IMPL_final_area_um2=602
export IMPL_flop_count=0
export IMPL_critical_path_max_fanout=9
export IMPL_final_antenna_net_count=0
export IMPL_io_buffer_count=22
export IMPL_die_h_um=80
export IMPL_cellLeakagePower_uw=0.000251
export IMPL_layout_min_cycle_time_ns=2.05
export IMPL_setup_viol=0
export IMPL_design_die_area_um2=6400
export IMPL_critPathLaunchType="input port"
export IMPL_synth_cell_types=24
export IMPL_core_um2=3420
export IMPL_crit_arrival_ns=1.63
export IMPL_xor_share_pct=3.21
export IMPL_worst_path_buf_inv=2
export IMPL_multiInputGateArea_um2=262
export IMPL_gr_usage_all_layers_pct=3.16
export IMPL_drc_errors=0
export IMPL_hold_slack_ns=1.49
export IMPL_timing_critical_path_to_type="output port"
export IMPL_final_setup_worst_slack_ns=0.0511
export IMPL_final_hold_viol_count=0
export IMPL_synth_cell_area_um2=273
export IMPL_power_share_combinational_pct=100.0
export IMPL_grt_first_pass_wirelength_um=1730
export IMPL_place_detailed_hpwl_um=919
export IMPL_floorplanUtilization_pct=7.99
export IMPL_grt_overflow_total=0
export IMPL_post_dp_cell_area_um2=594
export IMPL_pre_cts_ws_ns=-0.339
export IMPL_finalSetupTns_ns=0
export IMPL_min_delay_worst_endpoint="b"
export IMPL_avgSynthCellArea_um2=6.82
export IMPL_power_per_cell_area_nw_per_um2=174
export IMPL_slew_viol_final=0
export IMPL_post_synth_and_or_nand_nor_area_fraction_pct=53.7
export IMPL_hold_path_cell_count=5
export IMPL_vias=387
export IMPL_gpl_final_weighted_congestion=0.670
export IMPL_aoi_share_pct=28.0
export IMPL_diodes=0
export IMPL_floorplan_rows=21
export IMPL_synth_yosys_num_cells=40
export IMPL_drt_iter0_drc=29
export IMPL_num_fill_cells=402
export IMPL_finalCritPeriodShare_pct=97.6
export IMPL_die_width_um=80
export IMPL_yosys_warnings=0
export IMPL_drt_pre_antenna_iters=4
export IMPL_detail_route_wirelength_um=1110
export IMPL_timing_worst_setup_path_type="in2out"
export IMPL_worst_slew_pin_slew_ns=0.297
export IMPL_crit_chain="clkdlybuf4s15_1, and4b_1, a211o_1, clkdlybuf4s50_1"
export IMPL_netSwitchingPower_uw=39.1
export IMPL_cp_required_ns=1.68
export IMPL_seqPwrFrac_pct=0
export IMPL_gate_count_post_synth=40
export IMPL_worstHoldPathType="in2out"
export IMPL_number_of_warnings_the_tools_reported=32
export IMPL_ys_top_logic_family="simple AND/OR/NAND/NOR gates"
export IMPL_irDropWorstVdd_uv=28.5
export IMPL_holdCritStartpoint="num[2]"
export IMPL_crit_slowest_cell="sky130_fd_sc_hd__clkdlybuf4s50_1"
export IMPL_clockBufferCount=0
export IMPL_setup_repair_after_global_routing_missed_its_margin="no"
export IMPL_ioPinCount=22
export IMPL_drt_vias_per_instance=3.39
export IMPL_synthMuxAreaShare_pct=3.67
==> metrics by stage <==
stage	cells	util, %
floorplan	40	-
global placement	114	17.4
detailed placement	114	17.4
CTS	114	17.7
global route	114	17.6
finish	114	17.6
==> metal layers <==
metal	up-vias	part of all wire (%)	track usage, %
met1	169	50	4.22
met3	0	9.1	1.25
met4	0	0	0
met2	12	41	4.98
met5	-	0	0
li1	206	-	-
==> layout make-up <==
| class | instances | share of cell area [%] |
|---|---|---|
| Multi-Input combinational cell | 36 | 43.5 |
| Tap cell | 46 | 9.56 |
| Timing Repair Buffer | 32 | 47.0 |
==> cell usage after synthesis <==
cell type | n | area [um2]
sky130_fd_sc_hd__a211o_1 | 1 | 8.76
sky130_fd_sc_hd__a211oi_1 | 1 | 7.51
sky130_fd_sc_hd__a21o_1 | 1 | 7.51
sky130_fd_sc_hd__a21oi_1 | 5 | 25.0
sky130_fd_sc_hd__and2_4 | 1 | 8.76
sky130_fd_sc_hd__and4b_1 | 1 | 10.0
sky130_fd_sc_hd__buf_2 | 1 | 5.00
sky130_fd_sc_hd__buf_4 | 2 | 15.0
sky130_fd_sc_hd__buf_6 | 1 | 11.3
sky130_fd_sc_hd__mux2i_1 | 1 | 10.0
sky130_fd_sc_hd__nand2_1 | 2 | 7.51
sky130_fd_sc_hd__nand2b_1 | 2 | 12.5
sky130_fd_sc_hd__nand3_1 | 3 | 15.0
sky130_fd_sc_hd__nand3b_1 | 3 | 22.5
sky130_fd_sc_hd__nor2_1 | 3 | 11.3
sky130_fd_sc_hd__nor2b_1 | 2 | 12.5
sky130_fd_sc_hd__nor3_2 | 1 | 10.0
sky130_fd_sc_hd__nor3b_2 | 1 | 12.5
sky130_fd_sc_hd__o21ai_0 | 1 | 5.00
sky130_fd_sc_hd__o21ai_1 | 1 | 5.00
sky130_fd_sc_hd__o2bb2ai_1 | 2 | 17.5
sky130_fd_sc_hd__or3_1 | 1 | 6.26
sky130_fd_sc_hd__or3b_1 | 2 | 17.5
sky130_fd_sc_hd__xnor2_1 | 1 | 8.76
==> power by group through the flow <==
stage	sequential, uW	clock (uW)	combinational (uW)
finish	0	0	104
global route	0	0	115
CTS	0	0	107
==> layout by cell type (no fill, tap or decap), types with 2 or more instances in the layout <==
cell type,synthesis,layout
sky130_fd_sc_hd__buf_4,2,9
sky130_fd_sc_hd__or3b_1,2,2
sky130_fd_sc_hd__buf_2,1,3
sky130_fd_sc_hd__nor2_1,3,3
sky130_fd_sc_hd__nand2b_1,2,2
sky130_fd_sc_hd__dlygate4sd2_1,0,3
sky130_fd_sc_hd__nand2_1,2,2
sky130_fd_sc_hd__nand3_1,3,3
sky130_fd_sc_hd__clkdlybuf4s50_1,0,14
sky130_fd_sc_hd__o2bb2ai_1,2,2
sky130_fd_sc_hd__a21oi_1,5,5
sky130_fd_sc_hd__nand3b_1,3,3
==> how the worst max path moves through the flow <==
stage,cells after the start,to,startpoint,slack (ns)
6_report,4,g,num[0],0.05
5_1_grt,4,g,num[0],0.002
4_1_cts,5,e,num[3],0.01
==> cell families (layout without fill, tap and decap cells) <==
logic type	count (synthesis)	in the layout
and+or+nand+nor	22	22
AOI/OAI and AO/OA	12	12
buffers and inverters	4	32
xor gates and xnor gates	1	1
muxes	1	1
==> repair_timing <==
action / CTS / global route
resized: 19 / 5
setup endpoints to repair: 10 / 7
pin swaps: 1 / 1
buffers inserted: 0 / 0
Power figures rest on the tool's default switching activity, not on a simulated workload.
