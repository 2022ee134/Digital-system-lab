===== flow/design.v =====
module lab5(output logic a,b,c,d,e,f,g,a1,a2,a3,a4,a5,a6,a7,a8,
input logic [3:0]num,[2:0]sel);
always_comb begin 
    a=((~num[3])&&(~num[2])&&(~num[1])&&(num[0]))||((~num[3])&&(num[2])&&(~num[1])&&(~num[0]))||((num[3])&&(num[2])&&(~num[1])&&(num[0]))||((num[3])&&(~num[2])&&(num[1])&&(num[0]));
    b=((num[3])&&(num[2])&&(~num[0]))||((num[2])&&(num[1])&&(~num[0]))||((~num[3])&&(num[2])&&(~num[1])&&(num[0]))||((num[3])&&(num[1])&&(num[0]));
    c=((~num[3])&&(~num[2])&&(num[1])&&(~num[0]))||((num[3])&&(num[2])&&(~num[0]))||((num[3])&&(num[2])&&(num[1]));
    d=((~num[3])&&(~num[2])&&(~num[1])&&(num[0]))||((~num[3])&&(num[2])&&(~num[1])&&(~num[0]))||((num[2])&&(num[1])&&(num[0]))||((num[3])&&(~num[2])&&(num[1])&&(~num[0]));
    e=((~num[3])&&(num[0]))||((~num[3])&&(num[2])&&(~num[1]))||((~num[2])&&(~num[1])&&(num[0]));
    f=((~num[3])&&(~num[2])&&(num[0]))||((~num[3])&&(~num[2])&&(num[1]))||((~num[3])&&(num[1])&&(num[0]))||((num[3])&&(num[2])&&(~num[1])&&(num[0]));
    g=((~num[3])&&(~num[2])&&(~num[1]))||((~num[3])&&(num[2])&&(num[1])&&(num[0]))||((num[3])&&(num[2])&&(~num[1])&&(~num[0]));
    a1=(sel[2])||(sel[1])||(sel[0]);
    a2=(sel[2])||(sel[1])||(~sel[0]);
    a3=(sel[2])||(~sel[1])||(sel[0]);
    a4=(sel[2])||(~sel[1])||(~sel[0]);
    a5=(~sel[2])||(sel[1])||(sel[0]);
    a6=(~sel[2])||(sel[1])||(~sel[0]);
    a7=(~sel[2])||(~sel[1])||(sel[0]);
    a8=(~sel[2])||(~sel[1])||(~sel[0]);
end
endmodule

===== flow/run.sh =====
#!/bin/bash
# OpenROAD 26Q1-2900-gdf79404cd8, Yosys 0.63+post, stock flow scripts
make -C /OpenROAD-flow-scripts/flow DESIGN_CONFIG=/design/flow/config.mk WORK_HOME=/design/flow/orfs finish

===== flow/config.mk =====
export PLATFORM = sky130hd
export DESIGN_NAME = lab5
export DESIGN_NICKNAME = lab5
export VERILOG_FILES = /design/flow/design.v
export SDC_FILE = /design/flow/constraint.sdc
export NUM_CORES = 4
export LEC_CHECK = 1
export CORE_AREA = 10 10 70 70
export DIE_AREA = 0 0 80 80
export SYNTH_HDL_FRONTEND = slang

===== flow/constraint.sdc =====
current_design lab5

set clk_period 1.6
set clk_io_pct 0.2

create_clock -name clk0 -period $clk_period

set non_clock_inputs [all_inputs -no_clocks]
set_input_delay [expr $clk_period * $clk_io_pct] -clock clk0 $non_clock_inputs
set_output_delay [expr $clk_period * $clk_io_pct] -clock clk0 [all_outputs]

==> impl_metrics.csv <==
group,metric,value,unit
outcome,status,"finished clean",
floorplan,fp.coreArea,3420,um^2
placement,gp_congestion,0.670,
detailed_routing,wire_per_inst,10.9,um
detailed_routing,met2_length,562,um
logic_synthesis,top_area_cell,"a21oi_1",
global_routing,grt_usage,3.51,%
timing,max_freq,634,MHz
detailed_routing,wl_met3,124,um
timing,worstMarginPinSlew,0.182,ns
timing,setup_viol,0,
global_routing,grt_pass1_vias,421,
detailed_routing,ant_nets,0,
placement,dp_slack,-0.641,ns
layout,area_growth,144,%
logic_synthesis,postSynthSeqShare,0,%
layout,design_area,667,um^2
timing,worst_slack,0.0225,ns
timing,final_hold_viol_count,0,
detailed_routing,top_layer_used,"met3",
timing,final-max-slew-violation-count,0,
clock_tree,hold_buffers,0,
logic_synthesis,ys_cells,40,
logic_synthesis,synth.distinct_cells,24,
setup_path,crit_required,1.28,ns
setup_path,crit_top_cell,"buf_4",
placement,port_buffers,22,
layout,seqCellArea,0,um^2
logic_synthesis,syn-cell-area,273,um^2
floorplan,fp.dieW,80,um
logic_synthesis,ys_top_cells_by_count,"5 x a21oi_1, 3 x nand3_1, 3 x nand3b_1, 3 x nor2_1",
flow_run,warnings,32,
logic_synthesis,yosys_area,273,um^2
logic_synthesis,top_cell,"a21oi_1",
setup_path,cp_top_family,"buffers and inverters",
setup_path,crit_arrival,1.26,ns
detailed_routing,drc,0,
flow_run,maxCapViolCount,0,
setup_path,critPathCaptureType,"primary output",
worst_hold_path,hp-class,"input port to primary output",
timing,period_used_share,98.6,%
placement,hpwl,911,um
detailed_routing,antenna_cells_inserted,0,
setup_path,worstPathMaxFanout,7,
setup_path,start_kind,"input port",
layout,instances_no_fill,119,
setup_path,crit_chain,"buf_4 > nor2b_4 > buf_4 > a211oi_2 > a21oi_1 > dlygate4sd2_1",
layout,flops,0,
logic_synthesis,top_area_share,9.17,%
layout,nClkBuffers,0,
timing,finalCriticalPeriod,1.58,ns
timing,slew_headroom,87.9,%
setup_path,slowest_delay,0.24,ns
floorplan,die-area,6400,um^2
detailed_routing,viasPerCell,3.54,
logic_synthesis,syn_area_per_cell,6.82,um^2
detailed_routing,via_count,421,
global_routing,grt_antenna_before_repair,0,
floorplan,fp-utilization,7.99,%
global_routing,grt_pass1_wl,1.97,mm
detailed_routing,drtPass1Iterations,2,
global_routing,overflow,0,
pwr,ir_drop,0.0400,mV
global_routing,grt_max_degree,10,
pwr,power_density,224,nW/um^2
floorplan,die_h,80,um
placement,dp.cells,114,
floorplan,io_pins,22,
detailed_routing,first_iter_violations,27,
pwr,power.leakage,0.294,nW
logic_synthesis,area_leaders,"a21oi_1 9.2%, nand3b_1 8.3%, o2bb2ai_1 6.4%",
setup_path,crit_type,"input port to primary output",
setup_path,crit_buf_inv,3,
layout,drive_gt1_share,41.1,%
detailed_routing,wl,1.29,mm
floorplan,rows,21,
logic_synthesis,netlist_instances,40,
detailed_routing,drt-met1-wl,607,um
logic_synthesis,ys_warn_count,0,
setup_path,slowest_stage,"dlygate4sd2_1",
placement,place_area,594,um^2
## cells in the final DEF (no fill, tap or decap), types with 2 or more instances in the layout
| cell type | netlist | routed |
|---|---|---|
| buf_4 | 2 | 11 |
| or3b_1 | 2 | 2 |
| clkdlybuf4s50_1 | 0 | 3 |
| clkdlybuf4s15_1 | 0 | 2 |
| buf_6 | 1 | 7 |
| a21oi_1 | 5 | 5 |
| nand3b_1 | 3 | 3 |
| dlygate4sd2_1 | 0 | 10 |
| nand2b_1 | 2 | 2 |
| nor2_1 | 3 | 3 |
| nand2_1 | 2 | 2 |
| o21ai_1 | 1 | 2 |
| clkbuf_2 | 0 | 2 |
| o2bb2ai_1 | 2 | 2 |
| nand3_2 | 0 | 2 |
## final cells by class
cell class                 instances  area [um^2]
timing repair buffer              37          325
fill                             387         2750
tap                               46         57.6
multi-input combinational         36          284
## worst paths after layout
path    from  endpoint  slack (ns)  depth (start not counted)
max   num[1]         d        0.02                          6
min   sel[1]        a7        1.07                          3
## kinds of logic after synthesis
kind of cell / after synthesis / share of synthesized area, %
and+or+nand+nor: 22 / 53.7
xor gates and xnor gates: 1 / 3.21
buffers and inverters: 4 / 11.5
muxes: 1 / 3.67
AOI/OAI and AO/OA: 12 / 28.0
## routing by layer
layer	track usage, %	vias up
li1	-	214
met1	4.42	193
met2	5.62	14
met3	1.59	0
met4	0.176	0
met5	0	-
## through the flow
| step | power (mW) | utilization [%] | hold WS (ns) | TNS [ns] |
|---|---|---|---|---|
| after floorplan | 0.0494 | - | 0.655 | 0 |
| after global placement | 0.139 | 17.4 | 1.72 | -6.49 |
| after detailed placement | 0.139 | 17.4 | 1.73 | -6.61 |
| after CTS | 0.145 | 19.2 | 1.11 | 0 |
| after global routing | 0.164 | 19.5 | 1.13 | -0.0131 |
| final | 0.150 | 19.5 | 1.07 | 0 |
## repair_timing
| item | in CTS | in global routing |
|---|---|---|
| resized | 51 | 8 |
| pin swaps | 8 | 1 |
| setup endpoints to repair | 15 | 8 |
| buffers inserted | 5 | 1 |
| hold endpoints to repair | 0 | 0 |
## where the power goes
part           switching, mW  total (mW)  internal (mW)  leakage [nW]
combinational         0.0592       0.150         0.0903         0.294
sequential                 0           0              0             0
clock                      0           0              0             0
No activity file was given, so power comes from the tool's default toggle rates.
